<file path="config.mk">
export PLATFORM = sky130hd
export DESIGN_NAME = countup
export DESIGN_NICKNAME = countup
export VERILOG_FILES = /design/flow/design.v
export SDC_FILE = /design/flow/constraint.sdc
export NUM_CORES = 4
export LEC_CHECK = 1
export CORE_UTILIZATION = 30
</file>
<file path="constraint.sdc">
current_design countup

set clk_period 4.8
set clk_io_pct 0.2

create_clock -name clk0 -period $clk_period [get_ports {MAX10_CLK1_50}]

set non_clock_inputs [all_inputs -no_clocks]
set_input_delay [expr $clk_period * $clk_io_pct] -clock clk0 $non_clock_inputs
set_output_delay [expr $clk_period * $clk_io_pct] -clock clk0 [all_outputs]
</file>
<file path="design.v">
module countup(
      input              ADC_CLK_10,
      input              MAX10_CLK1_50,
      input              MAX10_CLK2_50,
      input    [ 1: 0]   KEY,
      input    [ 9: 0]   SW,
      output   [ 9: 0]   LEDR,
      output   [ 7: 0]   HEX0,
      output   [ 7: 0]   HEX1,
      output   [ 7: 0]   HEX2,
      output   [ 7: 0]   HEX3,
      output   [ 7: 0]   HEX4,
      output   [ 7: 0]   HEX5,
      output             DRAM_CLK,
      output             DRAM_CKE,
      output   [12: 0]   DRAM_ADDR,
      output   [ 1: 0]   DRAM_BA,
      inout    [15: 0]   DRAM_DQ,
      output             DRAM_LDQM,
      output             DRAM_UDQM,
      output             DRAM_CS_N,
      output             DRAM_WE_N,
      output             DRAM_CAS_N,
      output             DRAM_RAS_N,
      output             VGA_HS,
      output             VGA_VS,
      output   [ 3: 0]   VGA_R,
      output   [ 3: 0]   VGA_G,
      output   [ 3: 0]   VGA_B,
      output             CLK_I2C_SCL,
      inout              CLK_I2C_SDA,
      output             GSENSOR_SCLK,
      inout              GSENSOR_SDO,
      inout              GSENSOR_SDI,
      input    [ 2: 1]   GSENSOR_INT,
      output             GSENSOR_CS_N,
      inout    [35: 0]   GPIO,
      inout    [15: 0]   ARDUINO_IO,
      inout              ARDUINO_RESET_N 
);
wire reset_n;
wire sys_clk;
assign reset_n = 1'b1;
reg [25:0] cout;
wire ick1;
assign ick1 = (cout==26'd49999999) ? 1'b1 : 1'b0;
always @ (posedge MAX10_CLK1_50) begin
      if (ick1) begin
            cout <= 26'd0;
      end else begin
            cout <= cout + 26'd1;
      end
end			
reg [4:0] sec;
always @ (posedge MAX10_CLK1_50) begin
      if (ick1) begin
            if(sec == 4'd9) begin
                  sec <= 4'd0;
            end else begin
                  sec <= sec + 4'd1;
            end
      end
end
SEG7_LUT	SEG7_LUT_ch (
	.oSEG(HEX5),
	.iDIG(SW[2:0])
);
SEG7_LUT	SEG7_LUT_v_3 (
	.oSEG(HEX0),
	.iDIG(sec[3:0])
);
endmodule
module SEG7_LUT	(	oSEG,iDIG	);
input	[3:0]	iDIG;
output	[6:0]	oSEG;
reg		[6:0]	oSEG;
always @(iDIG)
begin
		case(iDIG)
		4'h1: oSEG = 7'b1111001;	 
		4'h2: oSEG = 7'b0100100; 	 
		4'h3: oSEG = 7'b0110000; 	 
		4'h4: oSEG = 7'b0011001; 	 
		4'h5: oSEG = 7'b0010010; 	 
		4'h6: oSEG = 7'b0000010; 	 
		4'h7: oSEG = 7'b1111000; 	 
		4'h8: oSEG = 7'b0000000; 	 
		4'h9: oSEG = 7'b0011000; 	 
		4'ha: oSEG = 7'b0001000;
		4'hb: oSEG = 7'b0000011;
		4'hc: oSEG = 7'b1000110;
		4'hd: oSEG = 7'b0100001;
		4'he: oSEG = 7'b0000110;
		4'hf: oSEG = 7'b0001110;
		4'h0: oSEG = 7'b1000000;
		endcase
end
endmodule
</file>
<file path="run.sh">
#!/bin/bash
# OpenROAD 26Q1-2900-gdf79404cd8, Yosys 0.63+post, stock flow scripts
make -C /OpenROAD-flow-scripts/flow DESIGN_CONFIG=/design/flow/config.mk WORK_HOME=/design/flow/orfs finish
</file>
==> impl_metrics.ini <==
; flow metrics
[route]
wire_per_inst_microns = 8.27
vias = 1560
drtAntennaViolNets = 0
drtIter0Drc = 37
drc_errors = 0
drt_pass1_iterations = 4
vias_per_cell = 3.80
n_antenna_cell = 0
routed_wl_microns = 3390

[flow_run]
drv_cap = 0
tool_warnings = 120

[grt]
grt_pass1_wl_microns = 5520
antenna_found_initial = 0
grt_pass1_vias = 1283
grt_busiest_layer = met2
gr-total-overflow = 0
gr-usage-met3_pct = 1.55
globalRouteMet2Util_pct = 13.3
use_met1_pct = 9.95
grt_max_degree = 17
grt_usage_pct = 7.58

[critical_path]
critPathCaptureType = output pin
crit_path_max_fanout = 4
critPathSlowestCell = clkdlybuf4s50_1
cp.buffers_inverters = 3
path_cells = clkdlybuf4s50_1 > inv_1 > ha_1 > o21ai_0 > clkdlybuf4s50_1
critPathTopFamily = buffers and inverters
rr_worst_depth = 7
cpMostUsedCell = clkdlybuf4s50_1
crit_required_ps = 3840
path_depth = 5
arrival_ps = 2570
critPathKind = in -> out
slowest_delay_ps = 510
cp-start-kind = primary input
critPathLaunch = SW[0]
r2r_start = cout[0]$_SDFF_PN0_

[synth]
synth_cells = 280
syn_area_sq_um = 2570
top_cells_by_area = dfxtp_1 26%, buf_4 25%, ha_1 6.8%, edfxtp_1 5.8%, xor2_1 4.8%
synth.avg_cell_area_sq_um = 9.17
common_cells = 84 x buf_4, 33 x dfxtp_1, 23 x nor2_1
yosys-stat-area_sq_um = 2570
synth-main-ff-cell = dfxtp_1
ys_seq_share_pct = 31.6
top_area_cell = dfxtp_1
ys_ff = 38
synth_cell_types = 42
synthArstFlopShare_pct = 0
synth.most_common_cell = buf_4
synth.top_cell.area_share_pct = 25.7
edf_count = 5
yosys_warnings = 87
synth_stat.cells = 280

[clocking]
clk_path_buf_depth = 2
tritoncts = built
cts_setup_buffers = 0
clk_pin_slew_ps = 70
h-tree-depth = 2
cts_made_buffers = 5
cts_sinks = 38
post_cts_resized = 0
postCtsHoldBufs = 0
worstSkewPairLatency_ps = 280
root_buffer = clkbuf_8

[power_and_ir_drop]
p_switching_mw = 0.116
p_leak_nw = 1.20
switching_share_pct = 20.5
pwr-share-seq_pct = 56.9
p_per_area_nw_per_um2 = 213
comb_power_share_pct = 3.5
peakVddDrop_v = 0.000102
intPower_mw = 0.448
clock_power_share_pct = 39.6

[sta]
tightest_slew_ps = 846
fin_ws_ps = 1270
rsz0062_at_grt = no
hold_slack_ps = 467
skew_ps = 4.65
min_period_ps = 3530
fmax_mhz = 284
hold_viol_final = 0
final.setup.tns_ps = 0
untimed_endpoints = 72
final-setup-viol-count = 0
fin_crit_sh_pct = 73.5
relSlewSlack_pct = 42.0
slew_viol_final = 0

[hold_path]
min-delay-path-class = reg -> reg
worstHoldStart = cout[0]$_SDFF_PN0_
holdPathStages = 1

[floorplanning]
chipHeight_microns = 94.5
die_area_sq_um = 8930
die_w_microns = 94.5
rows = 33
fp.coreArea_sq_um = 8260
initial_utilization_pct = 31.1
pin_count = 187

[layout]
drive_above_1_share_pct = 7.87
final-comb-area_sq_um = 1380
layout.cells.non_filler = 410
nFillCells = 841
synthToLayoutAreaGrowth_pct = 3.36
regArea_sq_um = 811

[placed_design]
dp_hpwl_microns = 2570
port_buffers = 17
dp_slack_ps = 1290
routabilityCongestion = 0.747
dp.cells = 402

[status]
status = complete, no violations
-- state kept, by name, summed over array words and instances, names as in the netlist --
register           cells
sec                    5
cout                  26
SEG7_LUT_v_3.oSEG      7
-- placed cells by master (no fill, tap or decap), types with 3 or more instances in the layout --
cell / Yosys / routed
ha_1: 14 / 14
buf_4: 84 / 4
conb_1: 1 / 84
clkbuf_8: 0 / 6
xor2_1: 14 / 14
o21ai_0: 4 / 4
xnor2_1: 12 / 12
edfxtp_1: 5 / 5
and3_1: 3 / 3
clkdlybuf4s50_1: 0 / 17
nor2_1: 23 / 23
nand2_1: 16 / 16
nand3_1: 10 / 10
a21oi_1: 3 / 3
inv_1: 9 / 9
nand3_2: 3 / 3
nand4_1: 3 / 3
dfxtp_1: 33 / 33
mux2i_1: 7 / 7
-- power groups by stage --
stage	Clock [mW]	Sequential (mW)	Combinational [mW]
final	0.224	0.321	0.0197
after CTS	0.237	0.321	0.0210
after global routing	0.248	0.321	0.0251
-- worst reg2reg max path: cells and delay by family, from the launching register on --
kind	cells	cell delay [ps]
adders and majority gates	1	220
muxes	1	790
and+or+nand+nor	4	1340
AOI/OAI and AO/OA	1	330
DFF	1	380
-- cell type report --
cell class                 count  share of cell area, %
multi-input combinational    229                   52.1
timing repair buffer          21                   7.54
clock buffer                   6                   3.11
tap                          105                   4.95
inverter                       9                   1.27
sequential                    38                   30.6
clock inverter                 2                  0.424
-- cells by family after synthesis --
logic type / after synthesis / synth area share, %
XOR/XNOR: 26 / 8.87
flip-flops: 38 / 31.6
other: 1 / 0.146
adder cells (fa/ha/maj): 14 / 6.82
multiplexers: 11 / 4.78
buffers and inverters: 96 / 26.9
AND/OR/NAND/NOR: 79 / 17.2
AND-OR/OR-AND: 15 / 3.70
-- layer usage --
metal | wire length, microns | part of all wire, %
met4 | 32 | 0.94
met5 | 0 | 0
met1 | 1500 | 44
met3 | 313 | 9.2
met2 | 1540 | 45
-- metrics by stage --
step                      power [mW]  area (sq um)  utilization (%)
after floorplan                0.382          2880                -
after global placement         0.350          2560             31.0
after detailed placement       0.349          2560             31.0
after CTS                      0.578          2650             32.1
after global routing           0.594          2650             32.1
final                          0.564          2650             32.1
-- path summary, 6_finish.rpt --
check                                 end  slack (ps)
min reg2reg            cout[0]$_SDFF_PN0_         470
min                    cout[0]$_SDFF_PN0_         470
max                               HEX5[3]        1270
max reg2reg  SEG7_LUT_v_3.oSEG[0]$_DFF_P_        1620
Power and IR drop assume default switching activity.
