==> design.v <==
module adder( 			 
	output [ 16-1:0 ] dst,	 
	input [ 16-1:0 ] srcA,
	input [ 16-1:0 ] srcB	 
);      
   assign dst = srcA + srcB;  
endmodule				 
==> run.sh <==
#!/bin/bash
# OpenROAD 26Q1-2900-gdf79404cd8, Yosys 0.63+post, stock flow scripts
make -C /OpenROAD-flow-scripts/flow DESIGN_CONFIG=/design/flow/config.mk WORK_HOME=/design/flow/orfs finish
==> config.mk <==
export PLATFORM = sky130hd
export DESIGN_NAME = adder
export DESIGN_NICKNAME = adder
export VERILOG_FILES = /design/flow/design.v
export SDC_FILE = /design/flow/constraint.sdc
export NUM_CORES = 4
export LEC_CHECK = 1
export CORE_AREA = 10 10 70 70
export DIE_AREA = 0 0 80 80
==> constraint.sdc <==
current_design adder

set clk_period 9.9
set clk_io_pct 0.2

create_clock -name clk0 -period $clk_period

set non_clock_inputs [all_inputs -no_clocks]
set_input_delay [expr $clk_period * $clk_io_pct] -clock clk0 $non_clock_inputs
set_output_delay [expr $clk_period * $clk_io_pct] -clock clk0 [all_outputs]
==> summary.txt <==
Flow results follow.

The final weighted congestion in routability-driven placement is 0.848. Synthesis handed over a netlist of 98 instances. The post-synthesis area per instance is 7.39 µm². The HPWL after detailed placement is 2.17 mm. The count of nets left with antenna violations after detail routing is 0.

The power per cell area is 66.9 mW/mm². The peak supply drop is 15.9 µV. The critical path startpoint category is an input port.

The flow ran to the end, and the final reports show no timing, DRC or antenna violations. Looking at the critical path, the single cell with the biggest stage delay is clkdlybuf4s50_1. The pin count of the biggest net entering global routing is 7.

The violation tally recorded at the end of detailed-routing iteration 0 is 64. The internal portion of total power is 53.9 µW. The source of the worst hold timing path is srcB[0].

The sequential cell count is 0. The terminating pin of the worst hold path is dst[0]. The post-synthesis instance area is 724 µm². The critical-path maximum fanout is 3. Setup total negative slack on the finished layout was measured at 0 ns.

The routed design shows a via density per instance of 4.60. The maximum clock frequency is 0.151 GHz. The final timing report lists a max-slew violation count of 0.

Data on the critical path is required at its endpoint by 7.92 ns. The storage element area is 0 µm². The final count of hold timing violations is 0. During placement, the flow inserted port buffers numbering 48. Of all cell types, the one taking the most synthesized area is ha_1. The core box area is 0.00342 mm². Counting the warning lines in the Yosys log gives 0. The stage delay of the slowest cell on the critical path is 0.48 ns. The cell count in the Yosys report is 98. The remaining global-route overflow is 0. The count of antenna diodes in the layout is 0.

According to the hold report, the worst path is of the input port to output pin type. Looking at the gate-level netlist, the highest instance count belongs to a21oi_1. The die covers 0.00640 mm². The number of gates resized after CTS was 0. The number of cells on the worst hold path is listed as 3. From synthesis to final layout, the design area changed by 74.3%. The wire length of the first global-routing pass is 3.87 mm. The yosys synthesis chip area is 724 µm². The die outline height is 80 µm. The pre-antenna-repair detailed-routing pass consisted of 4 iterations. The finished cells cover 0.00126 mm². Post-route period utilization is reported as 66.8%. STA classifies the critical path endpoint as an output pin. The detailed placer reported the number of placed instances as 192.

The path type of the worst setup path is input port to output pin. The wire length per cell after detailed routing is 12.4 µm. The critical path goes through clkdlybuf4s50_1 -> ha_1 -> fa_1 -> a21o_2 -> a311oi_2 -> nor3_1 -> o41ai_2 -> xnor2_1 -> clkdlybuf4s50_1. The signal arrival time at the worst endpoint is 4.63 ns.

Summing the sequential cell areas from Yosys gives 0% of the chip area. The post-detailed-route DRC marker count is 0. The script extracted a total leakage power of 0.501 nW. The tool warning count for the run is 32. The floorplan row count is 21. The sequential cell fraction of total power is 0%. For this run, the number of standard cells in the final layout without fillers is 192. The distinct cell type count after synthesis is 27. The via count of the first global-routing pass is 864. The transition time at the pin with the least slew margin is 0.459 ns. The number of antenna violations at the first check in global routing came to 0.

The reported max-cap violation count is 0. The total setup buffers inserted after CTS is 0. The switching component of the power was reported as 30.7 µW. The fraction of post-synthesis cell area in the top cell type by area is 25.9%. The number of clock buffers in the layout is 0. Per the finish-stage timing summary, setup violations number 0. Measured along the x axis, the die boundary spans 80 µm. The cell type with the highest occurrence count on the critical path is clkdlybuf4s50_1. The fraction of final layout cells sized beyond drive strength 1 is 2.74%.

In the post-route report, total wirelength is listed as 2.38 mm. The via count is 883. Global routing used 7.08% of the available tracks across all layers.

In this run, post-CTS hold repair placed 0 buffers. The share of the core area taken by cells at floorplan is 21.2%. The relative max-transition margin is 69.1%. Yosys reports that the most numerous cell types are a21oi_1 (17), ha_1 (15), xnor2_1 (10). The post-placement cell area is 0.00126 mm². The logic gate share of total power is 100.0%.

The completed layout was analyzed and its total power is 84.5 µW. Subtracting the final worst setup slack from the clock period gives 6.61 ns. Net switching is 36.3% of the power.

The flow reports that the clock network draws 0% of the design power. Setup repair after global routing left no endpoint under its margin. The boundary pin count is 48.

The main area contributors are ha_1 (26%), xnor2_1 (12%), a21oi_1 (12%), xor2_1 (6.0%), o21ai_0 (5.5%).
## cells in the final DEF (no fill, tap or decap), types with 2 or more instances in the layout
cell type        netlist  layout
nor3_1                 3       3
clkdlybuf4s50_1        0      48
xnor2_1               10      10
ha_1                  15      15
o211ai_1               3       3
o21ai_0                8       8
inv_1                  3       3
nor2_1                 2       2
a21o_1                 2       2
a21oi_1               17      17
nor2b_1                2       2
nand3_1                4       4
o21bai_1               2       2
nand2_1                9       9
xor2_1                 5       5
## final cells by class
class	count	area (µm²)
inverters	3	11.3
multi-input cells	95	713
fillers	375	2150
repair buffers	48	480
well taps	46	57.6
## worst max-delay path: cells and delay by family
| kind | cells | cell delay, ns |
|---|---|---|
| simple gates | 1 | 0.14 |
| xor+xnor | 1 | 0.16 |
| fa+ha+maj | 2 | 0.62 |
| buf+inv | 2 | 0.88 |
| compound gates | 3 | 0.84 |
## power by group through the flow
stage	logic (mW)	clock network (mW)	registers [mW]
CTS	0.0864	0	0
global route	0.0945	0	0
finish	0.0845	0	0
## worst max-delay path by stage
stage                      to  slack [ns]    start
after CTS             dst[12]        3.26  srcA[0]
final                 dst[12]        3.29  srcA[0]
after global routing  dst[10]        3.10  srcA[0]
## metal layers
metal	share of wire [%]	GRT usage (%)
met1	47	9.67
met2	45	11.9
met3	7.8	1.36
met4	0	0
met5	0	0
## kinds of logic (layout without fill, tap and decap cells)
logic type               count (synthesis)  in the layout  share of synthesized area (%)
AND-OR/OR-AND                           40             40                           35.2
XOR/XNOR                                15             15                           18.1
adder cells (fa/ha/maj)                 16             16                           28.7
buffers and inverters                    3             51                           1.55
multiplexers                             1              1                           1.38
AND/OR/NAND/NOR                         23             23                           15.0
## per-stage QoR
step	hold WS (ns)	util, %	worst slack, ns
after CTS	5.00	37.0	3.26
after detailed placement	5.00	37.0	3.27
after global routing	5.04	37.0	3.10
after global placement	5.00	37.0	3.27
final	4.99	37.0	3.29
after floorplan	4.03	-	4.33
No activity file was given, so power comes from the tool's default toggle rates.
